===== design/flow/design.v =====
`timescale 1ns / 1ps
module mux_4_1(out,sel1,sel0,in3,in2,in1,in0);
output reg out;
input in3,in2,in1,in0;
input sel1,sel0;
always@(sel1,sel0,in3,in2,in1,in0)
begin
    if(sel0==0 & sel1==0)
        out=in0;
    else if(sel0==0 & sel1==1)
        out=in1;
    else if(sel0==1 & sel1==0)
        out=in2;
    else if(sel0==1 & sel1==1)
        out=in3;
end
endmodule
module d_flip_flop(q,d,clk,reset);
output reg q;
input d,clk,reset;
always@(posedge clk)
if(reset==1'b1)
    q<=1'b0;
else
    q<=d;
endmodule
module usr(in,out,sel,clk,sinr,sinl,reset);
input [3:0]in;
input [1:0]sel;
wire [3:0]w;
input clk;
input sinr,sinl,reset;
output [3:0]out;
mux_4_1 m1(w[0],sel[1],sel[0],in[0],sinl,out[1],out[0]);
mux_4_1 m2(w[1],sel[1],sel[0],in[1],out[0],out[2],out[1]);
mux_4_1 m3(w[2],sel[1],sel[0],in[2],out[1],out[3],out[2]);
mux_4_1 m4(w[3],sel[1],sel[0],in[3],out[2],sinr,out[3]);
d_flip_flop d1(out[0],w[0],clk,reset);
d_flip_flop d2(out[1],w[1],clk,reset);
d_flip_flop d3(out[2],w[2],clk,reset);
d_flip_flop d4(out[3],w[3],clk,reset);
endmodule

===== design/flow/run.sh =====
#!/bin/bash
# OpenROAD 26Q1-2900-gdf79404cd8, Yosys 0.63+post, stock flow scripts
make -C /OpenROAD-flow-scripts/flow DESIGN_CONFIG=/design/flow/config.mk WORK_HOME=/design/flow/orfs finish

===== design/flow/config.mk =====
export PLATFORM = sky130hd
export DESIGN_NAME = usr
export DESIGN_NICKNAME = usr
export VERILOG_FILES = /design/flow/design.v
export SDC_FILE = /design/flow/constraint.sdc
export NUM_CORES = 4
export LEC_CHECK = 1
export CORE_AREA = 10 10 70 70
export DIE_AREA = 0 0 80 80

===== design/flow/constraint.sdc =====
current_design usr

set clk_period 2.4
set clk_io_pct 0.2

create_clock -name clk0 -period $clk_period [get_ports {clk}]

set non_clock_inputs [all_inputs -no_clocks]
set_input_delay [expr $clk_period * $clk_io_pct] -clock clk0 $non_clock_inputs
set_output_delay [expr $clk_period * $clk_io_pct] -clock clk0 [all_outputs]

==> results.txt <==
Results of the implementation run.

The initialized floorplan defines 21 standard-cell rows. The biggest cell delay along the critical path is 0.56 ns. The via count of the first global-routing pass is 222.

The first global-routing pass estimated 1100 um of wire. Synthesis produced a netlist whose cell count is 21. The most frequently used flop master after synthesis is dlxtn_1. The number of buffers and inverters on the critical path is 1. The initial antenna violation count is 0.

The largest net degree at the start of global routing is 5. Per the synthesis report, the number of distinct cell types is 6. The final antenna diode count is 0. STA puts the critical path data arrival time at 1.95 ns. The run finished with clean final reports. The fraction of layout instances using a drive strength above 1 came out at 8.33%.

The buffers inserted during post-CTS setup optimization came out at 0. Dividing the synthesized area by the synthesized cell count gives 14.5 um2. The number of standard cells reported by yosys came out at 21. The final number of max-transition violations came out at 0. The critical path goes through clkdlybuf4s50_1, mux4_1, dlxtn_1, nor2b_1. Summing all non-filler instances in the final layout gives an area of 495 um2.

The starting density of the core is 8.90%. The final number of hold-violating endpoints came out at 0. The number of register pins that no clock reaches came out at 4.

The remaining antenna violation count after routing came out at 0. The number of register bits inferred by synthesis came out at 8. The area share of the largest cell type after synthesis is 34.6%. The slowest cell on the critical path is clkdlybuf4s50_1. The weighted congestion at the end of routability-driven global placement came out at 0.669.

For this design the top-level I/O count stands at 14. The time the worst path needs with I/O delays and setup is 1.83 ns. On the final layout, the worst hold slack is 0.876 ns. After floorplanning, the die was sized to cover 6400 um2. TritonCTS built the clock tree. The start-to-end type of the worst setup path is input pin to flop. The CTS buffer count is 3. The number of detailed-route iterations in the first pass came out at 2. The count of warning messages emitted by the tools came out at 25. The number of cells upsized or downsized after cts is 0. Setup repair after global routing left no endpoint under its margin.

The cell leakage power came out at 0.199 nW. The report lists the power per cell area as 390 nW/um2. For this design, the CTS-stage hold fixing added 0 buffers. Per the detail_route report, DRC violations left total 0. The die outline height came out at 80 um. The horizontal extent of the die is 80 um. The proportion of synthesized flip-flops having asynchronous set or reset is 0%. The area of placed instances came out at 473 um2.

The endpoint kind of the worst setup timing path is a flop. The yosys stat chip area is 304 um2. The cell at the root of the clock tree is clkbuf_4. For this sky-water flow run, the detailed-routed wirelength per cell is reported as 8.85 um. The ratio of routed vias to standard cells came out at 2.38. Of all nets on the critical path, the largest fanout is 4.

In the synthesized netlist, the cells that appear most often are 4 x buf_4, 4 x dfxtp_1, 4 x dlxtn_1, 4 x mux4_1, 4 x nor2b_1. The count of endpoints without a timing constraint came out at 4. The number of synthesis warnings came out at 2. The worst setup path is launched from an input pin. The final total negative setup slack came out at 0 ns. The overall routing resource usage is 2.31%. The final routed wirelength across all metal layers is 726 um.

After floorplanning, the core was sized to cover 3420 um2. The H-tree depth reported by CTS came out at 1. According to the hold report, the worst path is of the input pin to flop type.

The cell taking the most area after synthesis is mux4_1. In the final layout, the fill cell count is 390. The cell family with the largest share of critical-path delay is buffers and inverters. The fmax came out at 547 MHz.

The number of design-rule violations left by the first detailed-router iteration came out at 3. The final worst-path cycle share came out at 76.2%. In this run, synthesis inferred 0 flip-flops with an integrated enable. The number of buffers on the longest clock path is 2. The summed instance area of the synthesized netlist is 304 um2. By area the synthesized netlist is led by mux4_1 35%, dfxtp_1 26%, dlxtn_1 20%. In this run the VDD rail shows a maximum IR drop of 0.0000829 V. The remaining global-route overflow came out at 0. The clock transition at the registers of the reported paths is 0.04 ns.

The final report lists the setup-violating endpoint count as 0. The number of port buffers is 13. The routed layout has 195 vias.

The endpoint required time on the critical path came out at 2.52 ns. In this run the layout overhead on the synthesized area is reported as 63.0%. The tool flagged a number of max-cap violations equal to 0.
[area by class of cell]
| type | count | area [um2] | share of cell area, % |
|---|---|---|---|
| clock buffers | 3 | 22.5 | 4.55 |
| multi-input cells | 12 | 145 | 29.3 |
| flip-flops and latches | 8 | 140 | 28.3 |
| well taps | 46 | 57.6 | 11.6 |
| repair buffers | 13 | 130 | 26.3 |
[stage by stage]
step,power [mW],cells,setup WS [ns],utilization [%]
after floorplan,0.0911,24,0.964,-
after global placement,0.112,79,0.318,13.8
after detailed placement,0.112,79,0.306,13.8
after CTS,0.200,82,0.562,14.5
after global routing,0.208,82,0.488,14.5
final,0.193,82,0.571,14.5
[sequential cells by signal, summed over array words and instances (netlist names)]
signal,cells
m2.out,1
d1.q,1
m3.out,1
m4.out,1
d3.q,1
d2.q,1
d4.q,1
m1.out,1
[where the power goes]
group | total, mW | internal [mW] | leakage (nW) | switching, mW
registers | 0.0779 | 0.0754 | 0.0645 | 0.00245
logic | 0.0320 | 0.0252 | 0.120 | 0.00686
clock network | 0.0834 | 0.0559 | 0.0138 | 0.0274
total | 0.193 | 0.157 | 0.199 | 0.0367
[layer usage]
metal / track usage [%] / wire length [um] / share of wire, %
met1: 2.31 / 258 / 36
met2: 3.69 / 359 / 49
met3: 1.70 / 108 / 15
met4: 0.704 / 0 / 0
met5: 0 / 0 / 0
[final timing paths]
path | slack, ns | startpoint | depth (start not counted) | end
worst max-delay path | 0.57 | sel[1] | 4 | d2.q
worst min-delay path | 0.88 | reset | 2 | d4.q
worst max register to register | 1.11 | d3.q | 3 | d2.q
[cells by family after synthesis]
group | count (synthesis) | share of synthesized area, %
flops | 4 | 26.3
other cells | 1 | 1.23
simple gates | 4 | 8.23
mux | 4 | 34.6
latches | 4 | 19.8
buf+inv | 4 | 9.88
[cells in the final DEF, fill, tap and decap left out, drive strengths merged]
master         synthesis  layout
clkbuf                 0       3
clkdlybuf4s50          0      13
conb                   1       4
dfxtp                  4       4
dlxtn                  4       4
mux4                   4       4
nor2b                  4       4
Power figures rest on the tool's default switching activity, not on a simulated workload.
