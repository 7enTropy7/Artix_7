File: flow/design.v
`timescale 1ns / 1ps
module MAC_8(
input [3:0] a,b,
input clk,rst,
output [9:0] y
);
wire [3:0] w1,w2;
wire [7:0] w3,w4;
wire [9:0] w5,w6;
pipo_4bit r1 (a,clk,rst,w1);
pipo_4bit r2 (b,clk,rst,w2);
pipo_8bit r3 (w3,clk,rst,w4);
pipo_10bit r4 (w5,clk,rst,w6);
assign w3=w1*w2;
assign w5=w4+w6;
assign y = w6;
endmodule
module pipo_4bit(
input[3:0] din,
input clk,rst,
output reg [3:0] q);
always @ (posedge clk or negedge rst)
if (!rst)
q <= 4'b0000;
else
q <= din;
endmodule
module pipo_8bit(
input[7:0] din,
input clk,rst,
output reg [7:0] q);
always @ (posedge clk or negedge rst)
if (!rst)
q <= 8'b00000000;
else
q <= din;
endmodule
module pipo_10bit(
input[9:0] din,
input clk,rst,
output reg [9:0] q);
always @ (posedge clk or negedge rst)
if (!rst)
q <= 10'b0000000000;
else
q <= din;
endmodule
File: flow/run.sh
#!/bin/bash
# OpenROAD 26Q1-2900-gdf79404cd8, Yosys 0.63+post, stock flow scripts
make -C /OpenROAD-flow-scripts/flow DESIGN_CONFIG=/design/flow/config.mk WORK_HOME=/design/flow/orfs finish
File: flow/config.mk
export PLATFORM = sky130hd
export DESIGN_NAME = MAC_8
export DESIGN_NICKNAME = MAC_8
export VERILOG_FILES = /design/flow/design.v
export SDC_FILE = /design/flow/constraint.sdc
export NUM_CORES = 4
export LEC_CHECK = 1
export CORE_AREA = 10 10 108 108
export DIE_AREA = 0 0 118 118
File: flow/constraint.sdc
current_design MAC_8

set clk_period 3.6
set clk_io_pct 0.2

create_clock -name clk0 -period $clk_period [get_ports {clk}]

set non_clock_inputs [all_inputs -no_clocks]
set_input_delay [expr $clk_period * $clk_io_pct] -clock clk0 $non_clock_inputs
set_output_delay [expr $clk_period * $clk_io_pct] -clock clk0 [all_outputs]
==> out/qor.yml <==
status: "finished, final reports clean"
fp_util_pct: 16.2
yosys_area_sq_mm: 0.00150
synth-seq-area-share_pct: 43.3
hp-class: "register to register"
dpl_cell_area_sq_mm: 0.00186
h-tree-depth: 1
setup_violations: 0
syn_inst: 139
area_growth_pct: 28.7
flop_cell: "dfrtp_1"
die_height_microns: 118
diodes: 0
top_area_share_pct: 43.3
p_sw_share_pct: 32.5
synth_area_sq_mm: 0.00150
numCtsBuffers: 3
ys_async_sr_fraction_pct: 100
dpl_worst_slack_ns: 0.908
p_switching_uw: 411
cts-root-buf: "clkbuf_8"
clock_power_share_pct: 19.0
power.density_mw_per_mm2: 653
ys_warn_count: 3
grt_pass1_vias: 1007
logic_area_sq_um: 787
io_buffers: 19
wire_per_inst_microns: 8.71
ys_cells: 139
p_int_uw: 851
die_x_microns: 118
critPathKind: "register to register"
warnings: 25
core_sq_mm: 0.00928
cts_hold_buf: 0
cts.clk_slew.worst_paths_ns: 0.09
skew_ns: 0.00395
routed-via-count: 976
final_area_sq_mm: 0.00193
crit_arrival_ns: 2.87
grt_pass1_wl_microns: 4530
slew_viol_final: 0
p_seq_share_pct: 33.8
dp_hpwl_microns: 2110
final_antenna_net_count: 0
cts.path.max_buffers: 2
mostFrequentLayoutCells: "dfrtp_1, ha_1, clkdlybuf4s50_1"
gp_congestion: 0.864
crit_end: "r3.q[7]$_DFF_PN0_"
crit_path_end_kind: "register"
synthTopCellsByArea: "dfrtp_1, ha_1, fa_1, xnor2_1, inv_1"
nFillCells: 1024
timing.setup.tns_ns: 0
synth_cell_types: 26
post-route-period-util_pct: 74.7
cp_data_required_time_ns: 3.78
pin_count: 20
clock_sinks: 26
firstDrtPassIters: 4
postLayoutCoreUtil_pct: 20.8
route.detailed.drc: 0
grt_usage_pct: 3.83
reg2reg_slack_ns: 0.91
antenna_found_initial: 0
reg2reg_depth: 9
p_leak_uw: 0.000889
timing.fmax_mhz: 372
avgSynthCellArea_sq_um: 10.8
grt_max_degree: 27
crit_start: "r1.q[0]$_DFF_PN0_"
period_needed_ns: 2.69
fin_ws_ns: 0.912
r2r-start: "r1.q[0]$_DFF_PN0_"
rows: 35
wl_microns: 2540
maxCapViolations: 0
ir_worst_vdd_uv: 284
insertion_delay_ns: 0.27
drive_gt1_share_pct: 5.52
rr_endpoint: "r3.q[7]$_DFF_PN0_"
regArea_sq_um: 651
hold_viol_final: 0
cp-start-kind: "register"
numSynthFlops: 26
rsz0062_at_grt: "no"
tightestPinTransition_ns: 0.323
min_from: "r3.q[0]$_DFF_PN0_"
drtIter0Drc: 76
lay_top_count: "dfrtp_1"
die_area_sq_mm: 0.0139
grt-ovfl-total: 0
edf_count: 0
p_comb_share_pct: 47.2
maxSlewHeadroom_pct: 78.5
post_cts_resized: 0
via_per_inst: 3.34
crit_fanout: 4
tritoncts: "built"
post-cts-setup-buffers: 0
synth.largest_area_cell: "dfrtp_1"
==> registers in the layout, summed over array words and instances (netlist names) <==
| name | cells |
|---|---|
| r4.q | 10 |
| r3.q | 8 |
| r1.q | 4 |
| r2.q | 4 |
==> area by class of cell <==
| class | count | area share [%] |
|---|---|---|
| well taps | 129 | 8.35 |
| repair buffers | 20 | 10.2 |
| multi-input cells | 96 | 40.7 |
| clock inverters | 1 | 1.55 |
| clock buffers | 3 | 2.14 |
| flip-flops and latches | 26 | 33.7 |
| inverters | 17 | 3.30 |
==> layer usage <==
metal / up-vias / GRT usage (%) / part of all wire, % / wire length [microns]
li1: 514 / - / - / -
met1: 438 / 5.64 / 55 / 1410
met2: 22 / 5.35 / 38 / 960
met3: 2 / 1.51 / 6.2 / 158
met4: 0 / 0.309 / 0.71 / 18
met5: - / 0 / 0 / 0
==> worst min path at each step <==
stage	end	slack, ns	depth (start not counted)
after CTS	r4.q[0]$_DFF_PN0_	0.48	1
after global routing	r4.q[0]$_DFF_PN0_	0.51	1
final	r4.q[0]$_DFF_PN0_	0.47	1
==> metrics by stage <==
step           instances  total power [uW]  hold WS, ns
6_report             292              1260        0.474
5_1_grt              292              1380        0.507
4_1_cts              292              1280        0.476
3_5_place_dp         288              1040        0.456
3_3_place_gp         288              1030        0.454
2_1_floorplan        139               826        0.424
==> cell usage after synthesis (all sizes together), types with 2 or more instances <==
master / n
a211oi: 2
o21ai: 2
dfrtp: 26
and2: 10
a21o: 3
nor2: 8
fa: 5
nor3: 2
nand2: 12
xnor2: 10
a21oi: 8
ha: 20
inv: 17
o211ai: 3
nand3: 3
==> cell families after synthesis <==
kind of cell             Yosys count  synth area share (%)
AND/OR/NAND/NOR                   39                  12.8
flip-flops                        26                  43.3
adder cells (fa/ha/maj)           25                  23.3
AND-OR/OR-AND                     22                  10.5
buffers and inverters             17                  4.25
XOR/XNOR                          10                  5.83
==> critical path, cell delays in order (launching register included) <==
cell and delay [ns]:
dfrtp_1 0.38, nand2_1 0.09, fa_1 0.53, inv_1 0.05, fa_1 0.49, ha_1 0.29
a21o_2 0.12, a21oi_2 0.07, or4b_1 0.48, o2111ai_1 0.11
==> power groups by stage <==
| stage | clock network, uW | logic [uW] | registers, uW |
|---|---|---|---|
| after CTS | 246 | 605 | 430 |
| after global routing | 263 | 681 | 439 |
| final | 239 | 596 | 426 |
Power is estimated from default activity; no workload was simulated.
