<file path="config.mk">
export PLATFORM = sky130hd
export DESIGN_NAME = fir
export DESIGN_NICKNAME = fir
export VERILOG_FILES = /design/flow/design.v
export SDC_FILE = /design/flow/constraint.sdc
export NUM_CORES = 4
export LEC_CHECK = 1
export CORE_UTILIZATION = 40
</file>
<file path="constraint.sdc">
current_design fir

set clk_period 3.8
set clk_io_pct 0.2

create_clock -name clk0 -period $clk_period [get_ports {clk}]

set non_clock_inputs [all_inputs -no_clocks]
set_input_delay [expr $clk_period * $clk_io_pct] -clock clk0 $non_clock_inputs
set_output_delay [expr $clk_period * $clk_io_pct] -clock clk0 [all_outputs]
</file>
<file path="design.v">
`timescale 1ns / 1ps
module fir(
input [3:0] x,
input clk,rst,
output [9:0] q
);
    parameter h0=4'b0001;
    parameter h1=4'b0010;
    parameter h2=4'b0011;
    parameter h3=4'b0100;
wire [3:0]w0,w1,w2,w3;
wire [7:0]w4,w5,w6,w7;
wire [9:0]w8,w9;
wire clk1;
clock_divider c1(clk,clk1);
pipo d1(x,clk1,rst,w0);
pipo d2(w0,clk1,rst,w1);
pipo d3(w1,clk1,rst,w2);
pipo d4(w2,clk1,rst,w3);
assign w4=h0*w0;
assign w5=h1*w1;
assign w6=h2*w2;
assign w7=h3*w3;
assign w8=w4+w5;
assign w9=w6+w8;
assign q=w9+w7;
endmodule
module clock_divider(input clk,output reg div_clk=0);
localparam div_value=49999999;
integer counter_value=0;
always@(posedge clk)
begin
if(counter_value==div_value)
counter_value<=0;
else
counter_value<=counter_value+1;
end
always@(posedge clk)
begin
if(counter_value==div_value)
div_clk<=~div_clk;
else
div_clk<=div_clk;
end
endmodule
module pipo(
input[3:0] din,
input clk,rst,
output reg [3:0] q);
always @ (posedge clk or negedge rst)
    if (!rst)
    q <= 4'b0000;
    else
    q <= din;
endmodule
</file>
<file path="run.sh">
#!/bin/bash
# OpenROAD 26Q1-2900-gdf79404cd8, Yosys 0.63+post, stock flow scripts
make -C /OpenROAD-flow-scripts/flow DESIGN_CONFIG=/design/flow/config.mk WORK_HOME=/design/flow/orfs finish
</file>
==> Changelog: implementation <==
## Implementation

* Count of unclocked register or latch pins at 16
* Vias in the first global route at between 1500 and 2000
* Number of violations of the max-capacitance limit at 0
* Antenna-violating nets left at 0
* Cts repair resizes at 0
* Drt drc at 0
* Result of the run: complete, no violations
* Fraction of the core area covered by cells at the end of the flow at 0.471
* Area growth from synthesis to final layout at 11.6%
* Tally of buffers added on design ports at 13
* Transition time at the pin with the least slew margin at between 800 and 900 ps
* Req. time, crit path at slightly below 4000 ps
* Number of buffers created by CTS at 5
* Placer congestion estimate at 0.807
* Pins over their slew limit at 0
* Maximum number of pins on one net before global-route repair at 18
* TNS Setup at 0 ps
* Post-synthesis instance total at between 200 and 250
* Clock Skew at 6.61 ps
* Die area at around 0.0062 mm²
* Die Span Y at 78.9 µm
* Total core area at 0.00561 mm²
* Fraction of layout instances using a drive strength above 1 at 0.0535
* Classification of the worst-slack hold path: register to register
* Count of final setup violators at 0
* HPWL Detailed at 2850 µm
* Level count of the clock H-tree at 2
* Worst relative slew slack at 0.444
* Arrival time reported for the critical path endpoint at roughly 2100 ps
* Global-route wire length before repair at between 6000 and 7000 µm
* Number of diodes added for antenna fixing at 0
* Site Rows at 27
* Chip Width at roughly 79 µm
* Number of enable flip-flop cells at 1
* Worst Setup Path Type: register to register
* Routing usage on met2 at 0.210
* Top achievable clock speed at 511 MHz
* Post-synthesis sequential area ratio at 0.453
* Count of warning messages emitted by the tools at 27
* Clock-pin slew on the worst setup and hold paths at 60 ps
* Part of the cycle the worst path needs at 0.515
* Met1 track demand over resource in global routing at 0.230
* Endpoints left unconstrained at 24
* Final hold violations at 0
* Average footprint of a synthesized cell at about 10 µm²
* Number of standard cells reported by yosys at 228
* Crit path max fanout at 5
* Average via count per standard cell at approximately 5.1
* Number of buffer and inverter instances along the worst setup path at 0
* M3 GR Usage at 0.0210
* Static leakage at roughly 0.0011 µW
* Boundary pin count at 16
* Most instantiated logic cells after routing: dfxtp_1 (32), inv_1 (24), nand3_1 (16), dfrtp_1 (16)
* Top cell excl fill/tap: dfxtp_1
* DR vias at 1593
* Global router's overall resource usage at 0.140
* Number of distinct library cell variants in the gate-level netlist after synthesis at ~40
* Most used routing layer: met1
* Largest voltage drop on the vdd net at ~160 µV
* Number of warnings issued by yosys at 2
* Hold_buf cts at 0
* Buffer cell driving the clock tree root: clkbuf_8
* Cell family with the largest share of critical-path delay: simple AND/OR/NAND/NOR gates
* Delay contributed by the slowest stage of the critical path at ~500 ps
* Setup Buffers After CTS at 0
* Critical hold path startpoint: c1.counter_value[0]
* Final Cell Area at roughly 0.0026 mm²
* Placed Area at ~0.0026 mm²
* Max Root-Sink Buffers at 2
* Crit path max-delay cell type: or4b_1
* First-pass detailed-route iteration total at 4
* Time the final worst path needs with I/O delays and setup at 1960 ps
* Detailed Route Iter0 Violations at between 50 and 60
* Final wirelength at between 3000 and 4000 µm
* Cell breakdown of the critical path: ha_1 -> nand3_1 -> or4_4 -> or4b_1 -> xnor2_1
* Most used DFF post-synth: dfxtp_1
* Latest clock arrival within the worst-skew pair at 280 ps
* Critical Path Start Type: register
* Crit end category: register
* Routed WL per cell at 11.9 µm
* Asr flop ratio synth at 0.327
* Launching instance or port of the critical path: c1.counter_value[0]
* Reg-to-reg startpoint: c1.counter_value[0]
* TritonCTS clock tree: built
* Number of antenna violations at the first check in global routing at 0
* Power density over the cells at around 230 mW/mm²
* Core Util at FP at 0.422
* Yosys Chip Area at around 0.0024 mm²
* Unrepaired setup endpoints after global routing: false
* Total grt overflow at 0
* Post-synthesis cell area at between 0.002 and 0.0025 mm²
* Synth flops at about 50
power breakdown:
| group | internal (µW) | leakage [µW] | switching (µW) |
|---|---|---|---|
| sequential | 347 | 0.000454 | 0 |
| clock | 143 | 0.0000443 | 114 |
| combinational | 4.46 | 0.000620 | 3.90 |
layer usage:
metal | share of wire | vias to the layer above
met1 | 0.53 | 745
li1 | - | 816
met3 | 0.033 | 5
met5 | 0 | -
met4 | 0.011 | 0
met2 | 0.43 | 27
cells by family (layout without fill, tap and decap cells):
kind of cell	after synthesis	after routing	share of synthesized area
compound gates	25	25	0.0640
xor+xnor	22	22	0.0814
fa+ha+maj	21	21	0.146
buf+inv	31	45	0.0566
flops	49	49	0.453
other cells	1	2	0.00158
simple gates	79	79	0.198
metrics by stage:
| step | power [µW] | hold WS (ps) | worst slack, ps | std cells |
|---|---|---|---|---|
| 6_report | 614 | 458 | 1840 | 315 |
| 5_1_grt | 637 | 474 | 1630 | 315 |
| 4_1_cts | 621 | 464 | 1840 | 315 |
| 3_5_place_dp | 364 | 450 | 1840 | 308 |
| 3_3_place_gp | 364 | 441 | 1870 | 308 |
| 2_1_floorplan | 357 | 426 | 1890 | 229 |
sequential cells by signal, indices dropped and copies added, names as in the netlist:
signal and flops:
c1.counter_value 32, d1.q 4, d2.q 4, d3.q 4
d4.q 4, c1.div_clk 1
path summary, 6_finish.rpt:
check	depth (start not counted)	slack, ps	endpoint
hold reg to reg	1	460	c1.counter_value[0]
setup reg to reg	5	1840	c1.counter_value[30]
setup / recovery	5	1840	c1.counter_value[30]
hold / removal	1	460	c1.counter_value[0]
Yosys cell counts, types with 2 or more instances:
cell type,number,share of area
dfxtp_1,32,0.27
and4_1,5,0.019
nand2_1,10,0.016
a21oi_1,8,0.017
clkbuf_1,2,0.0032
o21ai_0,6,0.013
dfrtp_1,16,0.17
nor4_1,6,0.016
or4_1,3,0.0095
or3_1,4,0.011
xnor2_1,13,0.048
a31oi_1,3,0.0079
buf_2,2,0.0042
and3_1,7,0.019
buf_4,2,0.0063
nand4_1,6,0.016
nor2_1,11,0.017
xor2_1,9,0.033
ha_1,10,0.053
inv_1,24,0.038
fa_1,11,0.093
nand3_1,16,0.034
or4_4,3,0.014
o31ai_1,3,0.0095
worst register-to-register path, stage by stage, from the launching register on:
cell,delay [ps]
dfxtp_1,360
ha_1,230
nand3_1,160
or4_4,470
or4b_1,500
xnor2_1,140
area by class of cell:
| type | count | area (µm²) |
|---|---|---|
| fillers | 531 | 2970 |
| repair buffers | 14 | 138 |
| multi-input cells | 149 | 1160 |
| inverters | 24 | 90.1 |
| well taps | 72 | 90.1 |
| flip-flops and latches | 49 | 1070 |
| clock buffers | 7 | 86.3 |
Power is estimated from default activity; no workload was simulated.
